[/design/flow/design.v]
`timescale 1ns / 1ps
`timescale 1 ns / 1 ps
 module hdmi_text_controller_v1_0_AXI #
(
    parameter integer C_S_AXI_DATA_WIDTH	= 32,
    parameter integer C_S_AXI_ADDR_WIDTH	= 14
)
(
    output logic [C_S_AXI_ADDR_WIDTH-1:0] AXI_ADDR_IN,
    input logic [C_S_AXI_DATA_WIDTH-1:0] AXI_DATA_OUT,
    output logic [C_S_AXI_DATA_WIDTH-1:0] AXI_DATA_IN, 
    output logic [C_S_AXI_DATA_WIDTH-1:0] SCENE_SELECT,
    output logic AXI_OE, AXI_WE,
    output logic [C_S_AXI_DATA_WIDTH-1:0] SPRITE_REG [10],
    input logic  S_AXI_ACLK,
    input logic  S_AXI_ARESETN,
    input logic [C_S_AXI_ADDR_WIDTH-1 : 0] S_AXI_AWADDR,
    input logic [2 : 0] S_AXI_AWPROT,
    input logic  S_AXI_AWVALID,
    output logic  S_AXI_AWREADY,
    input logic [C_S_AXI_DATA_WIDTH-1 : 0] S_AXI_WDATA,
    input logic [(C_S_AXI_DATA_WIDTH/8)-1 : 0] S_AXI_WSTRB,
    input logic  S_AXI_WVALID,
    output logic  S_AXI_WREADY,
    output logic [1 : 0] S_AXI_BRESP,
    output logic  S_AXI_BVALID,
    input logic  S_AXI_BREADY,
    input logic [C_S_AXI_ADDR_WIDTH-1 : 0] S_AXI_ARADDR,
    input logic [2 : 0] S_AXI_ARPROT,
    input logic  S_AXI_ARVALID,
    output logic  S_AXI_ARREADY,
    output logic [C_S_AXI_DATA_WIDTH-1 : 0] S_AXI_RDATA,
    output logic [1 : 0] S_AXI_RRESP,
    output logic  S_AXI_RVALID,
    input logic  S_AXI_RREADY
);
logic  [C_S_AXI_ADDR_WIDTH-1 : 0] 	axi_awaddr;
logic  axi_awready;
logic  axi_wready;
logic  [1 : 0] 	axi_bresp;
logic  axi_bvalid;
logic  [C_S_AXI_ADDR_WIDTH-1 : 0] 	axi_araddr;
logic  axi_arready;
logic  [C_S_AXI_DATA_WIDTH-1 : 0] 	axi_rdata;
logic  [1 : 0] 	axi_rresp;
logic  	axi_rvalid;
localparam integer ADDR_LSB = (C_S_AXI_DATA_WIDTH/32) + 1;
localparam integer OPT_MEM_ADDR_BITS = 11;
logic	 slv_reg_rden;
logic	 slv_reg_wren;
logic [C_S_AXI_DATA_WIDTH-1:0]	 reg_data_out;
integer	 byte_index;
logic	 aw_en;
logic [C_S_AXI_DATA_WIDTH-1:0] scene_select;
logic [C_S_AXI_DATA_WIDTH-1:0] sprite_reg [10];
assign S_AXI_AWREADY	= axi_awready;
assign S_AXI_WREADY	= axi_wready;
assign S_AXI_BRESP	= axi_bresp;
assign S_AXI_BVALID	= axi_bvalid;
assign S_AXI_ARREADY	= axi_arready;
assign S_AXI_RDATA	= axi_rdata;
assign S_AXI_RRESP	= axi_rresp;
assign S_AXI_RVALID	= axi_rvalid;
always_ff @( posedge S_AXI_ACLK )
begin
  if ( S_AXI_ARESETN == 1'b0 )
    begin
      axi_awready <= 1'b0;
      aw_en <= 1'b1;
    end 
  else
    begin    
      if (~axi_awready && S_AXI_AWVALID && S_AXI_WVALID && aw_en)
        begin
          axi_awready <= 1'b1;
          aw_en <= 1'b0;
        end
        else if (S_AXI_BREADY && axi_bvalid)
            begin
              aw_en <= 1'b1;
              axi_awready <= 1'b0;
            end
      else           
        begin
          axi_awready <= 1'b0;
        end
    end 
end       
always_ff @( posedge S_AXI_ACLK )
begin
  if ( S_AXI_ARESETN == 1'b0 )
    begin
      axi_awaddr <= 0;
    end 
  else
    begin    
      if (~axi_awready && S_AXI_AWVALID && S_AXI_WVALID && aw_en)
        begin
          axi_awaddr <= S_AXI_AWADDR;
        end
    end 
end       
always_ff @( posedge S_AXI_ACLK )
begin
  if ( S_AXI_ARESETN == 1'b0 )
    begin
      axi_wready <= 1'b0;
    end 
  else
    begin    
      if (~axi_wready && S_AXI_WVALID && S_AXI_AWVALID && aw_en )
        begin
          axi_wready <= 1'b1;
        end
      else
        begin
          axi_wready <= 1'b0;
        end
    end 
end       
assign slv_reg_wren = axi_wready && S_AXI_WVALID && axi_awready && S_AXI_AWVALID;
always_ff @( posedge S_AXI_ACLK )
begin
    if (slv_reg_wren) begin
        for ( byte_index = 0; byte_index <= (C_S_AXI_DATA_WIDTH/8)-1; byte_index = byte_index+1 ) begin
            if ( AXI_ADDR_IN == 32'h708 ) begin
              AXI_WE <= 0;
                if ( S_AXI_WSTRB[byte_index] == 1 )
                    scene_select[(byte_index*8) +: 8] <= S_AXI_WDATA[(byte_index*8) +: 8];
            end
            if (AXI_ADDR_IN >= 32'h710 && AXI_ADDR_IN <= 32'h71a) begin
                if ( S_AXI_WSTRB[byte_index] == 1 )
                    sprite_reg[AXI_ADDR_IN - 32'h710][(byte_index*8) +: 8] <= S_AXI_WDATA[(byte_index*8) +: 8];
            end
            else begin
              AXI_WE <= 1;
              if ( S_AXI_WSTRB[byte_index] == 1 )
                AXI_DATA_IN[(byte_index*8) +: 8] <= S_AXI_WDATA[(byte_index*8) +: 8];
              else
                AXI_DATA_IN[(byte_index*8) +: 8] <= AXI_DATA_OUT[(byte_index*8) +: 8];
            end
        end
     end
     else
       AXI_WE <= 0;
end
always_ff @( posedge S_AXI_ACLK )
begin
  if ( S_AXI_ARESETN == 1'b0 )
    begin
      axi_bvalid  <= 0;
      axi_bresp   <= 2'b0;
    end 
  else
    begin    
      if (axi_awready && S_AXI_AWVALID && ~axi_bvalid && axi_wready && S_AXI_WVALID)
        begin
          axi_bvalid <= 1'b1;
          axi_bresp  <= 2'b0;  
        end                    
      else
        begin
          if (S_AXI_BREADY && axi_bvalid) 
            begin
              axi_bvalid <= 1'b0; 
            end  
        end
    end
end   
always_ff @( posedge S_AXI_ACLK )
begin
  if ( S_AXI_ARESETN == 1'b0 )
    begin
      axi_arready <= 1'b0;
      axi_araddr  <= 32'b0;
    end 
  else
    begin    
      if (~axi_arready && S_AXI_ARVALID)
        begin
          axi_arready <= 1'b1;
          axi_araddr  <= S_AXI_ARADDR;
        end
      else
        begin
          axi_arready <= 1'b0;
        end
    end 
end       
always_ff @( posedge S_AXI_ACLK )
begin
  if ( S_AXI_ARESETN == 1'b0 )
    begin
      axi_rvalid <= 0;
      axi_rresp  <= 0;
    end 
  else
    begin    
      if (axi_arready && S_AXI_ARVALID && ~axi_rvalid)
        begin
          axi_rvalid <= 1'b1;
          axi_rresp  <= 2'b0;  
        end   
      else if (axi_rvalid && S_AXI_RREADY)
        begin
          axi_rvalid <= 1'b0;
        end                
    end
end    
assign slv_reg_rden = axi_arready & S_AXI_ARVALID & ~axi_rvalid;
always_comb
begin
    if ( AXI_ADDR_IN == 32'h708 )
        reg_data_out = scene_select;
    else if (AXI_ADDR_IN >= 32'h710 && AXI_ADDR_IN <= 32'h71a)
        reg_data_out = sprite_reg[AXI_ADDR_IN - 32'h710];
    else
        reg_data_out = AXI_DATA_OUT;
end
always_ff @( posedge S_AXI_ACLK )
begin
  if ( S_AXI_ARESETN == 1'b0 )
    begin
      axi_rdata  <= 0;
    end 
  else
    begin    
      if (slv_reg_rden)
        begin
          axi_rdata <= reg_data_out;      
        end   
    end
end    
always_comb begin
    SCENE_SELECT = scene_select;
    SPRITE_REG = sprite_reg;
    AXI_ADDR_IN = S_AXI_AWADDR[ADDR_LSB+OPT_MEM_ADDR_BITS:ADDR_LSB];
end
endmodule
[/design/flow/run.sh]
#!/bin/bash
# OpenROAD 26Q1-2900-gdf79404cd8, Yosys 0.63+post, stock flow scripts
make -C /OpenROAD-flow-scripts/flow DESIGN_CONFIG=/design/flow/config.mk WORK_HOME=/design/flow/orfs finish
[/design/flow/config.mk]
export PLATFORM = sky130hd
export DESIGN_NAME = hdmi_text_controller_v1_0_AXI
export DESIGN_NICKNAME = hdmi_text_controller_v1_0_AXI
export VERILOG_FILES = /design/flow/design.v
export SDC_FILE = /design/flow/constraint.sdc
export NUM_CORES = 4
export LEC_CHECK = 1
export CORE_AREA = 10 10 322 322
export DIE_AREA = 0 0 332 332
export SYNTH_HDL_FRONTEND = slang
[/design/flow/constraint.sdc]
current_design hdmi_text_controller_v1_0_AXI

set clk_period 10.8
set clk_io_pct 0.2

create_clock -name clk0 -period $clk_period [get_ports {S_AXI_ACLK}]

set non_clock_inputs [all_inputs -no_clocks]
set_input_delay [expr $clk_period * $clk_io_pct] -clock clk0 $non_clock_inputs
set_output_delay [expr $clk_period * $clk_io_pct] -clock clk0 [all_outputs]
==> run_summary.xml <==
<?xml version="1.0" encoding="UTF-8"?>
<metrics>
  <group name="synthesis">
    <metric name="synth.distinct_cells" unit="">45</metric>
    <metric name="ys_async_sr_fraction" unit="%">0</metric>
    <metric name="enable_flop_cells" unit="">384</metric>
    <metric name="post_synth_instance_area" unit="um^2">17900</metric>
    <metric name="yosys.stat.chipArea" unit="um^2">17900</metric>
    <metric name="synth_sequential_area_ratio" unit="%">68.9</metric>
    <metric name="synth_cells" unit="">1129</metric>
    <metric name="ys_cells" unit="">1129</metric>
    <metric name="ys_ff" unit="">423</metric>
    <metric name="yosys_warnings" unit="">1</metric>
    <metric name="yosys_most_used_dff" unit="">sky130_fd_sc_hd__edfxtp_1</metric>
    <metric name="postSynthAreaPerCell" unit="um^2">15.8</metric>
  </group>
  <group name="pwr">
    <metric name="powerDensity" unit="nW/um^2">143</metric>
    <metric name="power.switching_fraction" unit="%">22.8</metric>
    <metric name="p_leak" unit="nW">8.45</metric>
    <metric name="share_of_power_burned_in_combinational_logic" unit="%">6.6</metric>
    <metric name="internal_power" unit="mW">2.93</metric>
    <metric name="p_sw" unit="mW">0.866</metric>
    <metric name="peak_supply_drop" unit="mV">0.0993</metric>
    <metric name="pwr-share-clk" unit="%">46.2</metric>
    <metric name="seq_power_share" unit="%">47.3</metric>
  </group>
  <group name="status">
    <metric name="status" unit="">finished clean</metric>
  </group>
  <group name="clocking">
    <metric name="cts.path.max_buffers" unit="">3</metric>
    <metric name="post_cts_setup_repair_bufs" unit="">0</metric>
    <metric name="post_cts_resized" unit="">0</metric>
    <metric name="cts_hold_buf" unit="">0</metric>
    <metric name="clock_tree.root_cell" unit="">sky130_fd_sc_hd__clkbuf_16</metric>
    <metric name="path_clk_slew" unit="ps">60</metric>
    <metric name="sinks_on_clock_net" unit="">423</metric>
    <metric name="h-tree-depth" unit="">2</metric>
    <metric name="cts_made_buffers" unit="">49</metric>
    <metric name="tritoncts" unit="">done</metric>
    <metric name="clk_latency" unit="ps">630</metric>
  </group>
  <group name="sta">
    <metric name="headroom_to_the_max_slew_limit" unit="%">39.1</metric>
    <metric name="tightestPinTransition" unit="ps">914</metric>
    <metric name="max_freq" unit="GHz">0.170</metric>
    <metric name="final_number_of_setup_violating_endpoints" unit="">0</metric>
    <metric name="final_min_period_over_clock_period" unit="%">54.6</metric>
    <metric name="final_slew_viol_count" unit="">0</metric>
    <metric name="final.setup.tns" unit="ps">0</metric>
    <metric name="min_period" unit="ps">5890</metric>
    <metric name="finalHoldWorstSlack" unit="ps">459</metric>
    <metric name="rsz_0062_raised_after_global_routing" unit="">no</metric>
    <metric name="final_critical_path_setup_slack" unit="ps">4910</metric>
    <metric name="final.setup_skew" unit="ps">31.6</metric>
    <metric name="report.final.hold_viol_count" unit="">0</metric>
  </group>
  <group name="detailed_routing">
    <metric name="drt_iter0_drc" unit="">1075</metric>
    <metric name="antenna_left" unit="">0</metric>
    <metric name="route.detailed.drc" unit="">0</metric>
    <metric name="dr_total_vias" unit="">13510</metric>
    <metric name="drt-vias-per-instance" unit="">4.55</metric>
    <metric name="initial_drt_pass_iterations" unit="">7</metric>
    <metric name="routed_wire_length_per_instance" unit="um">30.1</metric>
    <metric name="drt-total-wl" unit="um">89400</metric>
  </group>
  <group name="final_layout">
    <metric name="post_route_cells_drive_above_1_share" unit="%">18.3</metric>
    <metric name="layout.cell_area.non_filler" unit="um^2">26600</metric>
    <metric name="area_growth" unit="%">48.8</metric>
    <metric name="layout.area.seq" unit="um^2">12300</metric>
    <metric name="fillerInstances" unit="">9598</metric>
    <metric name="combGateArea" unit="um^2">5150</metric>
  </group>
  <group name="floorplanning">
    <metric name="pin_count" unit="">550</metric>
    <metric name="die_h" unit="um">332</metric>
    <metric name="fp_util" unit="%">18.5</metric>
    <metric name="rows" unit="">114</metric>
    <metric name="fp.dieArea" unit="um^2">110000</metric>
    <metric name="dieWidth" unit="um">332</metric>
    <metric name="core_area" unit="um^2">96700</metric>
  </group>
  <group name="setup_path">
    <metric name="max_stage_delay" unit="ps">590</metric>
    <metric name="worst-path-max-fanout" unit="">33</metric>
    <metric name="worstSetupStartpointType" unit="">input port</metric>
    <metric name="crit_end_element" unit="">output pin</metric>
    <metric name="cp_slowest_cell" unit="">sky130_fd_sc_hd__clkdlybuf4s50_1</metric>
    <metric name="arrival" unit="ps">3730</metric>
    <metric name="crit_type" unit="">in -&gt; out</metric>
    <metric name="critPathRequiredTime" unit="ps">8640</metric>
    <metric name="path_cells" unit="">buf_6 &gt; buf_4 &gt; clkdlybuf4s50_1</metric>
  </group>
  <group name="flow_run">
    <metric name="timing.max_cap.violations" unit="">0</metric>
    <metric name="tool_warnings" unit="">49</metric>
  </group>
  <group name="global_route">
    <metric name="grt_remaining_overflow" unit="">0</metric>
    <metric name="globalRouteTotalUtil" unit="%">16.2</metric>
    <metric name="grt_first_pass_wirelength" unit="um">121000</metric>
    <metric name="first_global_vias" unit="">14485</metric>
    <metric name="grt_antenna_before_repair" unit="">2</metric>
    <metric name="largest_net_degree_at_the_start_of_global_routing" unit="">86</metric>
  </group>
  <group name="placed_design">
    <metric name="global_placement_routability_congestion" unit="">0.884</metric>
    <metric name="detailedPlacementHpwl" unit="um">64500</metric>
    <metric name="worst_setup_slack_post_dpl" unit="ps">4600</metric>
    <metric name="place.port_buffers" unit="">520</metric>
    <metric name="detailed_place.area" unit="um^2">24900</metric>
  </group>
  <group name="hold_path">
    <metric name="hold_path.class" unit="">reg -&gt; reg</metric>
  </group>
</metrics>
-- sequential cells by signal, summed over array words and instances (netlist names) --
signal,count
AXI_DATA_IN,32
S_AXI_ARREADY,1
S_AXI_RVALID,1
S_AXI_AWREADY,1
S_AXI_WREADY,1
S_AXI_RDATA,32
aw_en,1
AXI_WE,1
SCENE_SELECT,32
S_AXI_BVALID,1
SPRITE_REG,320
-- layout by cell type (no fill, tap or decap), types with 4 or more instances in the layout --
cell type                         Yosys  layout
sky130_fd_sc_hd__clkbuf_1            59      10
sky130_fd_sc_hd__nor4_2               2      38
sky130_fd_sc_hd__a21oi_1             35      33
sky130_fd_sc_hd__o32ai_1             32      32
sky130_fd_sc_hd__edfxtp_1           384     384
sky130_fd_sc_hd__clkbuf_16            0      49
sky130_fd_sc_hd__bufinv_16            0       8
sky130_fd_sc_hd__nand2_1             48      48
sky130_fd_sc_hd__inv_6                0       4
sky130_fd_sc_hd__o21ai_0             40      40
sky130_fd_sc_hd__mux4_2              64      64
sky130_fd_sc_hd__a222oi_1            32      32
sky130_fd_sc_hd__dfxtp_1             39      39
sky130_fd_sc_hd__inv_1               11      11
sky130_fd_sc_hd__mux2_2              25      25
sky130_fd_sc_hd__conb_1               1       7
sky130_fd_sc_hd__clkdlybuf4s50_1      0     518
sky130_fd_sc_hd__a31oi_1             33      33
sky130_fd_sc_hd__buf_4               22      80
sky130_fd_sc_hd__nand3_1             11      11
sky130_fd_sc_hd__and4_1              34      33
sky130_fd_sc_hd__or2_2                9       9
sky130_fd_sc_hd__nor2b_1             34      33
sky130_fd_sc_hd__nor2_1              15      13
sky130_fd_sc_hd__clkinv_1             0       4
sky130_fd_sc_hd__clkinv_2             0       5
sky130_fd_sc_hd__nor4_1             118      80
-- final timing paths --
check / from / end / slack [ps] / cells past startpoint
max: S_AXI_AWADDR[2] / AXI_ADDR_IN[0] / 4910 / 3
min: S_AXI_WREADY / S_AXI_WREADY / 460 / 1
max reg2reg: S_AXI_WREADY / SCENE_SELECT[28] / 8290 / 3
min reg2reg: S_AXI_WREADY / S_AXI_WREADY / 460 / 1
-- power groups by stage --
stage | Sequential (mW) | Combinational (mW) | Clock [mW]
final | 1.79 | 0.249 | 1.75
after CTS | 1.79 | 0.253 | 1.80
after global routing | 1.79 | 0.268 | 1.86
-- metal layers --
layer / track usage (%) / part of all wire, %
met3: 11.0 / 15
met1: 18.6 / 36
met4: 4.19 / 3.1
met2: 24.5 / 45
met5: 0.841 / 0.16
-- synth_stat cells (33+ instances only) --
library cell | instances | area share [%]
sky130_fd_sc_hd__buf_2 | 35 | 0.98
sky130_fd_sc_hd__o21ai_0 | 40 | 1.1
sky130_fd_sc_hd__a31oi_1 | 33 | 1.2
sky130_fd_sc_hd__clkbuf_1 | 59 | 1.2
sky130_fd_sc_hd__a21oi_1 | 35 | 0.98
sky130_fd_sc_hd__edfxtp_1 | 384 | 65
sky130_fd_sc_hd__nor4_1 | 118 | 4.1
sky130_fd_sc_hd__nand2_1 | 48 | 1.0
sky130_fd_sc_hd__mux4_2 | 64 | 8.1
sky130_fd_sc_hd__dfxtp_1 | 39 | 4.4
sky130_fd_sc_hd__and4_1 | 34 | 1.7
sky130_fd_sc_hd__nor2b_1 | 34 | 1.2
-- critical path: cells and delay by family --
kind | cells | cell delay [ps]
buf+inv | 3 | 1520
-- logic make-up after synthesis --
| kind of cell | count (synthesis) | synth area share, % |
|---|---|---|
| compound gates | 177 | 6.93 |
| xor+xnor | 1 | 0.0490 |
| fa+ha+maj | 3 | 0.210 |
| buf+inv | 146 | 4.32 |
| flops | 423 | 68.9 |
| mux | 89 | 9.64 |
| other cells | 1 | 0.0210 |
| simple gates | 289 | 9.96 |
-- stage by stage --
| step | util (%) | power (mW) | instances |
|---|---|---|---|
| final | 27.5 | 3.80 | 2969 |
| after global routing | 27.5 | 3.92 | 2967 |
| after detailed placement | 25.7 | 2.08 | 2876 |
| after CTS | 27.5 | 3.84 | 2967 |
| after floorplan | - | 1.94 | 1135 |
| after global placement | 25.7 | 2.08 | 2876 |
-- area by class of cell --
class / count / area share, %
tap: 1276 / 6.00
inverter: 12 / 0.169
clock buffer: 60 / 4.80
sequential: 423 / 46.3
timing repair buffer: 599 / 21.8
multi-input combinational: 566 / 19.3
antenna: 2 / 0.0188
clock inverter: 31 / 1.58
Power and IR drop assume default switching activity.

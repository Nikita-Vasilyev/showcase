--- flow/run.sh ---
#!/bin/bash
# OpenROAD 26Q1-2900-gdf79404cd8, Yosys 0.63+post, stock flow scripts
make -C /OpenROAD-flow-scripts/flow DESIGN_CONFIG=/design/flow/config.mk WORK_HOME=/design/flow/orfs finish
--- flow/config.mk ---
export PLATFORM = sky130hd
export DESIGN_NAME = song_top
export DESIGN_NICKNAME = song_top
export VERILOG_FILES = /design/flow/design.v
export SDC_FILE = /design/flow/constraint.sdc
export NUM_CORES = 4
export LEC_CHECK = 1
export CORE_UTILIZATION = 30
export SYNTH_HDL_FRONTEND = slang
--- flow/constraint.sdc ---
current_design song_top

set clk_period 3.8
set clk_io_pct 0.2

create_clock -name clk0 -period $clk_period [get_ports {clk}]

set non_clock_inputs [all_inputs -no_clocks]
set_input_delay [expr $clk_period * $clk_io_pct] -clock clk0 $non_clock_inputs
set_output_delay [expr $clk_period * $clk_io_pct] -clock clk0 [all_outputs]
--- flow/design.v ---
`timescale 1ns / 1ps
module a_440(
    input clk,
    output o_440    
    );
    logic r_440;
    logic [16:0] r_counter = 0;
    always @(posedge clk)
        if(r_counter == 17'd113_636) begin
            r_counter <= 0;
            r_440 <= ~r_440;
            end
        else
            r_counter <= r_counter + 1;
    assign o_440 = r_440;
endmodule
module d_587(
    input clk,
    output o_587      
    );
    logic r_587;
    logic [16:0] r_counter = 0;
    always @(posedge clk)
        if(r_counter == 17'd85_179) begin
            r_counter <= 0;
            r_587 <= ~r_587;
            end
        else
            r_counter <= r_counter + 1;
    assign o_587 = r_587;
endmodule
module f_349(
    input clk,
    output o_349  
    );
    logic r_349;
    logic [17:0] r_counter = 0;
    always @(posedge clk)
        if(r_counter == 18'd143_266) begin
            r_counter <= 0;
            r_349 <= ~r_349;
            end
        else
            r_counter <= r_counter + 1;
    assign o_349 = r_349;
endmodule
`timescale 1ns / 1ps
module song_top(
    input clk,     
    input play,            
    output speaker         
    );
    logic x, y, z;
    always @(posedge clk) begin
        x <= play;
        y <= x;
        z <= y;
    end
    assign w_play = z;
    wire a, d, f;
    f_349   t_f (.clk(clk), .o_349(f));
    a_440   t_a (.clk(clk), .o_440(a));
    d_587  t_cH(.clk(clk), .o_587(d));
    parameter FREQ = 100_000_000;                   
    parameter integer halfnote = 0.50000000 * FREQ;  
    parameter integer quarternote = 0.25000000 * FREQ;  
    parameter integer eightnote = 0.12500000 * FREQ; 
    parameter integer wholenote = FREQ;  
    parameter integer delay = 0.10000000 * FREQ;  
    logic [25:0] count = 26'b0;
    logic countclear = 1'b0;
    logic halfcheck = 1'b0;
    logic quartercheck = 1'b0;
    logic eightcheck = 1'b0;
    logic wholecheck = 1'b0; 
    logic delaycheck = 1'b0;
    logic [31:0] state = "idle";
    always_ff @(posedge clk) begin
        if(countclear) begin
            count <= 26'b0;
            countclear <= 1'b0;
            halfcheck <= 1'b0;
            quartercheck <= 1'b0;
            eightcheck <= 1'b0;
            wholecheck <= 1'b0;
            delaycheck <= 1'b0;
        end
        if(!countclear) begin
            count <= count + 1;
            if(count == delay) begin
                delaycheck <= 1'b1;
            end
            if(count == eightnote) begin
                eightcheck <= 1'b1;
            end
            if(count == quarternote) begin
                quartercheck <= 1'b1;
            end
            if(count == halfnote) begin
                halfcheck <= 1'b1;
            end
            if(count == wholenote) begin
                wholecheck <= 1'b1;
            end
        end
        case(state)
            "idle" : begin
                countclear <= 1'b1;
                if(w_play) begin
                    state <= "n1";
                end    
            end
            "n1" : begin
                if(halfcheck) begin
                    countclear <= 1'b1;
                    state <= "b1";
                end
            end
            "b1" : begin
                if(delaycheck) begin
                    countclear <= 1'b1;
                    state <= "n2";
                end
            end
            "n2" : begin
                if(halfcheck) begin
                    countclear <= 1'b1;
                    state <= "b2";
                end
            end
            "b2" : begin
                if(delaycheck) begin
                    countclear <= 1'b1;
                    state <= "n3";
                end
            end
            "n3" : begin
                if(halfcheck) begin
                    countclear <= 1'b1;
                    state <= "b3";
                end
            end
            "b3" : begin
                if(delaycheck) begin
                    countclear <= 1'b1;
                    state <= "n4";
                end
            end
            "n4" : begin
                if(quartercheck) begin
                    countclear <= 1'b1;
                    state <= "b4";
                end
            end
            "b4" : begin
                if(delaycheck) begin
                    countclear <= 1'b1;
                    state <= "n5";
                end
            end
            "n5" : begin
                if(eightcheck) begin
                    countclear <= 1'b1;
                    state <= "b5";
                end
            end
            "b5" : begin
                if(delaycheck) begin
                    countclear <= 1'b1;
                    state <= "n6";
                end
            end
            "n6" : begin
                if(halfcheck) begin
                    countclear <= 1'b1;
                    state <= "b6";
                end
            end
            "b6" : begin
                if(delaycheck) begin
                    countclear <= 1'b1;
                    state <= "n7";
                end
            end
            "n7" : begin
                if(quartercheck) begin
                    countclear <= 1'b1;
                    state <= "b7";
                end
            end
            "b7" : begin
                if(delaycheck) begin
                    countclear <= 1'b1;
                    state <= "n8";
                end
            end
            "n8" : begin
                if(eightcheck) begin
                    countclear <= 1'b1;
                    state <= "b8";
                end
            end
            "b8" : begin
                if(delaycheck) begin
                    countclear <= 1'b1;
                    state <= "idle";
                end
            end
        endcase                
    end
    assign speaker = (state=="n1" || state=="n2" || state=="n3" || state=="n6" ) ? f :    
                     (state=="n4" || state=="n7" ) ? a :                                                 
                     (state=="n5" || state=="n8") ? d :0;                                                                           
endmodule
==> results.py <==
# Metrics from the implementation run
metrics = {
    "min_path": {
        "hold_start": "y",
        "min_to": "w_play",
        "min_path_type": "reg -> reg",
        "hold_path_depth": 0,
    },
    "pwr": {
        "clockPowerShare": 0.419,
        "p_comb_frac": 0.040,
        "power_mw": 2.23,
        "p_switching_mw": 0.503,
        "peakVddDrop_uv": 329,
        "intPower_mw": 1.73,
        "p_sw_frac": 0.225,
        "p_leak_nw": 1.82,
        "p_per_area_nw_per_um2": 445,
        "power.share.sequential": 0.540,
    },
    "global_routing": {
        "use_met3": 0.0263,
        "met1_usage": 0.169,
        "grt_overflow": 0,
        "grt_pass1_wl_mm": 14.2,
        "grt.busiest_layer": "met1",
        "grt_max_degree": 33,
        "antenna_found_initial": 0,
        "grt_pass1_vias": 3062,
        "grt.total_usage": 0.110,
        "met2_usage": 0.164,
    },
    "final_layout": {
        "mostFrequentLayoutCell": "dfxtp_1",
        "areaGrowthSynthToFinish_pct": 10.9,
        "layout-drive-gt1-share": 0.0518,
        "design_area_um2": 5020,
        "lay_top_cells": "dfxtp_1, nor2_1, nand3_1",
    },
    "clocking": {
        "cts-root-buf": "clkbuf_16",
        "clk_latency_ps": 340,
        "cts-htree-levels": 3,
        "cts_tree": "built",
        "cts_buffers": 9,
        "cts.repair.resized": 0,
        "ctsLongestPathBuffers": 2,
        "post-cts-setup-buffers": 0,
        "clk_transition_reported_paths_ps": 70,
        "clock_sinks": 106,
        "holdBufCountCts": 0,
    },
    "final_timing": {
        "slew_violations": 0,
        "tns_ps": 0,
        "fin_crit_ps": 2570,
        "rsz0062_at_grt": "false",
        "setup_viol_count_final": 0,
        "hold_violations": 0,
        "worst_slew_pin_slew_ps": 566,
        "fmaxAchievable_mhz": 390,
        "clock-skew-final_ps": 4.18,
        "slew_headroom": 0.622,
        "fin_crit_sh": 0.675,
    },
    "die": {
        "die_x_um": 125,
        "die_area_um2": 15600,
        "fp_util": 0.309,
        "dieHeight_um": 125,
        "ios": 3,
        "rows": 44,
        "coreArea_um2": 14600,
    },
    "setup_path": {
        "worstSetupStartpointType": "register",
        "reg2reg_to": "count[23]",
        "cp.required_ps": 3040,
        "worstPathMaxFanout": 3,
        "crit_chain": "nor4_1, nand2_1, o21ai_0, clkdlybuf4s50_1",
        "reg2reg_slack_ps": 1690,
        "critical_path.max_stage_delay_ps": 490,
        "crit_family": "simple AND/OR/NAND/NOR gates",
        "path_buffers": 1,
        "crit_path_end_kind": "output pin",
        "critPathKind": "reg -> out",
        "r2r-start": "count[5]",
        "arrival_ps": 1810,
        "crit_slowest_cell": "clkdlybuf4s50_1",
        "r2r_cells": 4,
        "worstSetupPathDepth": 4,
    },
    "placement": {
        "post-dp-hpwl_mm": 5.39,
        "port_buffers": 2,
        "place_area_um2": 4720,
        "place_congestion": 0.862,
    },
    "logic_synthesis": {
        "edf_count": 3,
        "top_cells_by_area": "dfxtp_1, xnor2_1, nor2_1, xor2_1, nand4_1",
        "ys_warn_count": 0,
        "async_flop_share": 0,
        "synth-seq-area-share": 0.476,
        "ys_dominant_reg_cell": "dfxtp_1",
        "top_cell_area_share": 0.456,
        "ys_ff": 106,
        "post-synth-top-area-cell": "dfxtp_1",
        "netlist_area_um2": 4530,
        "ys_cells": 500,
        "synth_cell_types": 46,
        "avgSynthCellArea_um2": 9.05,
        "netlist_instances": 500,
        "yosysChipArea_um2": 4530,
    },
    "run_status": {
        "status": "complete, no violations",
    },
    "detailed_routing": {
        "ant_nets": 0,
        "drt-initial-drc-count": 206,
        "firstDrtPassIters": 4,
        "drt-wirelength-per-cell_um": 11.7,
        "viasPerCell": 4.89,
        "drc": 0,
        "routed_wl_mm": 8.00,
        "num_antenna_cells": 0,
        "route.vias.total": 3353,
    },
    "flow_run": {
        "warnings": 28,
        "maxCapViolCount": 0,
    },
}
-- kinds of logic (layout without fill, tap and decap cells) --
family	after synthesis	count (layout)	synth area share
AOI/OAI and AO/OA	55	55	0.0735
xor gates and xnor gates	55	55	0.106
adders and majority gates	7	7	0.0194
buffers and inverters	45	47	0.0398
DFF	106	106	0.476
muxes	2	2	0.00470
and+or+nand+nor	230	230	0.281
-- flip-flops by register name, summed over array words and instances (netlist names), 17 cells and up --
name and count:
count 26, t_f.r_counter 18, state 17, t_a.r_counter 17, t_cH.r_counter 17
-- how the worst max path moves through the flow --
stage | from | end
4_1_cts | state[7] | speaker
5_1_grt | state[7] | speaker
6_report | state[7] | speaker
-- synthesized netlist by cell type (4+ instances only) --
library cell  count
nor2b_1           4
clkbuf_1         16
and2_1            4
and4_1           12
nand4_1          31
nor4_1           11
or4_1             4
and3_1            6
a22o_1            8
nor3_1           10
dfxtp_1         103
or4b_1            4
o21ai_0          22
inv_1            26
nor2_1           59
ha_1              7
a21oi_1          14
xor2_1           25
o31ai_1           5
nand2_1          29
xnor2_1          30
or3_1             7
nand3_1          33
-- metal layers --
layer	part of all wire	up-vias
li1	-	1773
met1	0.52	1534
met2	0.43	41
met3	0.039	5
met4	0.0098	0
met5	0	-
-- final cells by class --
class	instances	area (um2)
fillers	1455	9630
multi-input cells	349	2190
flip-flops and latches	106	2150
clock buffers	10	239
well taps	184	230
inverters	26	97.6
clock inverters	6	62.6
repair buffers	5	42.5
-- metrics by stage --
stage / instances / hold slack, ps / util / worst slack [ps]
floorplan: 500 / 310 / - / 1860
global placement: 670 / 316 / 0.322 / 1630
detailed placement: 670 / 314 / 0.322 / 1590
CTS: 686 / 341 / 0.343 / 1190
global route: 686 / 348 / 0.343 / 1030
finish: 686 / 335 / 0.343 / 1230
-- power by group through the flow --
stage	sequential [mW]	clock [mW]	combinational, mW
after CTS	1.21	0.970	0.0899
after global routing	1.21	1.02	0.104
final	1.21	0.936	0.0894
Power figures rest on the tool's default switching activity, not on a simulated workload.
